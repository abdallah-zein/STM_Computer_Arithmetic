$ cat flow/run.sh
#!/bin/bash
# OpenROAD 26Q1-2900-gdf79404cd8, Yosys 0.63+post, stock flow scripts
make -C /OpenROAD-flow-scripts/flow DESIGN_CONFIG=/design/flow/config.mk WORK_HOME=/design/flow/orfs finish
$ cat flow/config.mk
export PLATFORM = sky130hd
export DESIGN_NAME = array_mul
export DESIGN_NICKNAME = array_mul
export VERILOG_FILES = /design/flow/design.v
export SDC_FILE = /design/flow/constraint.sdc
export NUM_CORES = 4
export LEC_CHECK = 1
export CORE_UTILIZATION = 30
$ cat flow/constraint.sdc
current_design array_mul

set clk_period 78.6
set clk_io_pct 0.2

create_clock -name clk0 -period $clk_period

set non_clock_inputs [all_inputs -no_clocks]
set_input_delay [expr $clk_period * $clk_io_pct] -clock clk0 $non_clock_inputs
set_output_delay [expr $clk_period * $clk_io_pct] -clock clk0 [all_outputs]
$ cat flow/design.v
module array_mul #(k=32) (mul_cand,mul_ier,result);
    input   [k-1:0] mul_cand,mul_ier;
    output  [2*k-1:0] result;
    wire [k-1:0] sum [0:k];
    wire [k-1:0] carry [0:k];
    genvar i,j;
    generate
        for (i = 0; i<=k ; i=i+1) begin
            for (j=0 ; j<k ; j=j+1) begin
                if (i==0) begin  
                    if (j==k-1) begin  
                        full_adder fa (.A(~(mul_cand[j] & mul_ier[i])),
                                       .B(0),
                                       .Cin(carry[i-1][j]),
                                       .S(sum[i][j]),
                                       .Cout(carry[i][j])
                                       );
                    end
                    else begin
                        full_adder fa (.A(mul_cand[j] & mul_ier[i]),
                                       .B(0),
                                       .Cin(0),
                                       .S(sum[i][j]),
                                       .Cout(carry[i][j])
                                       ); 
                    end
                end
                else if (i==k-1) begin  
                    if (j==k-1) begin  
                        full_adder fa (.A((mul_cand[j] & mul_ier[i])),
                                       .B(0),
                                       .Cin(carry[i-1][j]),
                                       .S(sum[i][j]),
                                       .Cout(carry[i][j])
                                       );
                    end
                    else begin
                        full_adder fa (.A(~(mul_cand[j] & mul_ier[i])),
                                       .B(sum[i-1][j+1]),
                                       .Cin(carry[i-1][j]),
                                       .S(sum[i][j]),
                                       .Cout(carry[i][j])
                                       );
                    end
                end
                else if (i==k) begin 
                    if (j==0) begin  
                        full_adder fa (.A(1),
                                       .B(sum[i-1][j+1]),
                                       .Cin(carry[i-1][j]),
                                       .S(sum[i][j]),
                                       .Cout(carry[i][j])
                                       );
                    end
                    else if (i==k && j==k-1) begin  
                        full_adder fa (.A(carry[i][j-1]),
                                       .B(0),
                                       .Cin(1),
                                       .S(sum[i][j]),
                                       .Cout(carry[i][j])
                                       );
                end
                else begin  
                    full_adder fa (.A(carry[i][j-1]),
                                   .B(sum[i-1][j+1]),
                                   .Cin(carry[i-1][j]),
                                   .S(sum[i][j]),
                                   .Cout(carry[i][j])
                                   );
                end
                end
                else begin
                    if (j==k-1) begin  
                    full_adder fa (.A(~(mul_cand[j] & mul_ier[i])),
                                   .B(0),
                                   .Cin(carry[i-1][j]),
                                   .S(sum[i][j]),
                                   .Cout(carry[i][j])
                                   );
                    end
                    else begin
                        full_adder fa (.A(mul_cand[j] & mul_ier[i]),
                                       .B(sum[i-1][j+1]),
                                       .Cin(carry[i-1][j]),
                                       .S(sum[i][j]),
                                       .Cout(carry[i][j])
                                       );                  
                    end
                end
                if (j==0) assign result[i] = sum[i][j];
            end
        end
    endgenerate
    assign result[2*k-1:k+1] = sum[k][k-1:1];
endmodule
module full_adder(A,B,Cin,S,Cout);
    input A,B,Cin;
    output S,Cout;
    assign S = A^B^Cin;
    assign Cout = (A & B) | (A & Cin) | (B & Cin);
endmodule
==> notes.md <==
fresh numbers from the pnr run: status=completed, min Tclk post-route=61.42 ns, worst setup path class=in2out, DR pass1 iterations=4, Pins Over Slew Limit=0, RSZ-0062 raised after global routing=false, share of layout cells above drive strength 1=2.33%, vias post-DR=16100, core area=0.0933 sq mm, Avg WL per Cell=11.1 um, # resized after CTS=0, Chip Height=slightly above 300 um, distinct lib cells=8, Worst path max stage delay=0.54 ns, critical path's slowest cell=fa_1, gr usage total=10.1%, HPWL Detailed=a little under 40 mm, Ant. Diodes=0, Top cells by area=fa_1 68%, and2_1 21%, inv_1 3.8%, clkbuf_2 2.0%, buf_4 1.8%, CTS hold repair buffers=0, Top cells excl fill/tap=959 x fa_1, 937 x and2_1, 284 x inv_1, worst hold start=mul_cand[0], AND-OR/OR-AND share of the synthesized area=0%, Top cell area share=approximately two thirds, area grow syn2layout=6.50%, FF/Latch Area=0 sq um, Crit. End Element=output pin, post-synth area from yosys stat=0.0283 sq mm, Crit Path Max Fanout=32, cell mode on critical path=fa_1, final design utilization=32.3%, Multiplexer share=0%, Dominant combinational family=adder cells, WP data arrival=45.70 ns, die width=309 um, Avg Cell Area, Syn=between 10 and 15 sq um, yosys warns=1, Cells after Synth=2554, Post-CTS Setup Inserts=0, setup tns final=0 ns, f_max=16.3 MHz, Required @ worst endpoint=62.88 ns, Worst Tran Pin Value=between 0.8 and 0.9 ns, type of origin of the critical path=input pin, Post-Syn Area=0.0283 sq mm, # port buffers=128, Hold Violations, Final=0, pin count of the biggest net entering global routing=33, endpoints failing setup=0, number of DRC markers in iteration 0=163, max-cap viol count=0, Routed Antenna Nets=0, vias in the first global route=around 18000, initial antenna violation count=0, row cnt=112, Commonest Layout Cell=fa_1, global route overflow=0, Adder Area Share=69.3%, Simple Share, Synth=21.9%, global-route wire length before repair=79.3 mm, area leader, netlist=fa_1, drt via density=around 4.3, Hold Crit Class=in2out, die area=0.0956 sq mm, final period utilization=78.1%, Flop Count=0, DRC errors left=0, yosys xor share=0%, placer congestion estimate=between 0.7 and 0.8, Yosys Instances=2554, OpenROAD warning count=32, Rel. slew slack=between 40% and 50%, Setup crit start=mul_ier[1], clk_buf instances=0, Fillers=9641, Top Ports=128, routed wire length=41.6 mm, Synth Seq Share=0%, CP top delay family=adder cells, Worst Path Buf+Inv=11, Pre-Place Util=between 30% and 40%
## final cells by class
class	count	area, sq um	share of cell area, %
Multi-Input combinational cell	2014	25800	85.6
Timing Repair Buffer	186	1720	5.70
Tap cell	1254	1570	5.21
Inverter	284	1070	3.54
## kinds of logic after synthesis
| group | Yosys count |
|---|---|
| buffers and inverters | 540 |
| and+or+nand+nor | 1023 |
| adders and majority gates | 991 |
## worst paths after layout
path / endpoint / slack (ns) / depth (start not counted)
max: result[62] / 17.18 / 74
min: result[0] / 32.67 / 4
## cells in the mapped netlist
cell / count
buf_2: 79
inv_1: 284
nand2_1: 86
clkbuf_2: 111
buf_4: 66
fa_1: 959
ha_1: 32
and2_1: 937
## stage by stage
stage	area (sq um)	hold slack [ns]	instances	setup WS [ns]
after global placement	30100	32.69	3738	16.86
final	30100	32.67	3738	17.18
after global routing	30100	32.75	3738	15.94
after detailed placement	30100	32.67	3738	16.83
after CTS	30100	32.69	3738	16.82
after floorplan	28300	31.77	2554	18.44
## routing by layer
metal	part of all wire, %	up-vias	track usage (%)
met5	0	-	0
met4	0	0	0
met3	2.6	0	1.06
met2	53	135	17.5
met1	44	8951	15.2
li1	-	7031	-
